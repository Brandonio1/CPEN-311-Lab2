**/design/flow/config.mk**
```make
export PLATFORM = sky130hd
export DESIGN_NAME = Clk_Freq_Divider
export DESIGN_NICKNAME = Clk_Freq_Divider
export VERILOG_FILES = /design/flow/design.v
export SDC_FILE = /design/flow/constraint.sdc
export NUM_CORES = 4
export LEC_CHECK = 1
export CORE_UTILIZATION = 50
```
**/design/flow/constraint.sdc**
```tcl
current_design Clk_Freq_Divider

set clk_period 13.9
set clk_io_pct 0.2

create_clock -name clk0 -period $clk_period [get_ports {inclk}]

set non_clock_inputs [all_inputs -no_clocks]
set_input_delay [expr $clk_period * $clk_io_pct] -clock clk0 $non_clock_inputs
set_output_delay [expr $clk_period * $clk_io_pct] -clock clk0 [all_outputs]
```
**/design/flow/design.v**
```verilog
module Binary_Counter (clk,rst,count_to,out);
    parameter N = 1; 
    input clk;
    input rst;
    input logic [N-1:0] count_to;
    output out;
    logic [N-1:0] current_count = 0;  
    assign out = (current_count >= count_to);
    always_ff @(posedge clk) 
    begin
        if (rst) begin
            current_count <= 0;
        end
        else begin 
            current_count <= current_count + 1;
        end
    end
endmodule
module Clk_Freq_Divider (inclk,reset,num_clk_divisions,outclk);
    input inclk, reset;
    input [31:0] num_clk_divisions;
    output outclk;
    logic next_clk;
    logic count_compare;
    logic [31:0] count_to;  
    assign count_to = num_clk_divisions - 32'd1;
    assign next_clk = outclk; 
    Binary_Counter #(.N(32)) clk_period_counter (
        .clk(inclk), 
        .rst(count_compare), 
        .count_to(count_to), 
        .out(count_compare)
    );
    vTFFER #(.n(1)) next_clk_TFF  (
        .clk(inclk),
        .en(count_compare),
        .rst(reset),
        .toggle(1'b1),
        .in(next_clk),
        .out(outclk)
    );
endmodule
module vTFFER(clk, en, rst, toggle, in, out);
    parameter n = 1;  
    input clk, en, rst, toggle;
    input [n-1:0] in;
    output [n-1:0] out;
    reg [n-1:0] out;
    always_ff @(posedge clk) 
    begin
        if (rst) 
        begin
            out <= 0;
        end 
        else if (en) 
        begin
            if (toggle) 
            begin
                out <= ~in;
            end
            else 
            begin
                out <= in;
            end
        end
    end
endmodule
```
**/design/flow/run.sh**
```bash
#!/bin/bash
# OpenROAD 26Q1-2900-gdf79404cd8, Yosys 0.63+post, stock flow scripts
make -C /OpenROAD-flow-scripts/flow DESIGN_CONFIG=/design/flow/config.mk WORK_HOME=/design/flow/orfs finish
```
==> results.toml <==
# synthesis and place-and-route metrics
[place]
dp_slack_ps = 7000
detailed_place_hpwl_mm = 4.26
gp_congestion = 0.876
numPortBuffers = 34

[cts]
hold_buffers = 0
tritoncts = "yes"
ctsHtreeMaxLevel = 2
clock_latency_ps = 280
post_cts_resized = 0
post_cts_buffers = 0
cts_made_buffers = 5
root_buffer = "clkbuf_8"
cts.clk_slew.worst_paths_ps = 70
clock_path_buffers = 2
clock_sinks = 33

[yosys]
synth_stat.cells = 315
synth.top_cell.area_share_pct = 25.4
ys_seq_share_pct = 25.4
async_flop_share_pct = 0
logic_family = "simple AND/OR/NAND/NOR gates"
ys_types = 39
xor_area_share_pct = 19.9
ys_chip_area_mm2 = 0.00260
yosys-mux-area-fraction_pct = 0.433
synth_area_leader_cell = "dfxtp_1"
area_leaders = "dfxtp_1 25%, ha_1 16%, xnor2_1 10%"
syn_area_mm2 = 0.00260
ff_type = "dfxtp_1"
synthSimpleGateAreaFrac_pct = 29.9
synth_area_per_cell_um2 = 8.26
ys.flops = 33
edf_count = 0
ys_sh_adder_pct = 16.3
ys.warnings.count = 2
aoi_share_pct = 6.25
syn_inst = 315

[timing]
period_needed_ps = 6670
worst_pin_slew_ps = 580
hold_viol = 0
grt_setup_unrepaired = "false"
holdWs_ps = 486
slew_headroom_pct = 61.1
setup_slack_ps = 7230
fmax_mhz = 150
maxSlewViolCount = 0
setup_viol = 0
final.period_utilization_pct = 48.0
tns_ps = 0
finClkSkew_ps = 11.3

[drt]
wl_per_cell_um = 12.5
post_drt_via_cell_ratio = 5.18
firstDrtPassIters = 4
route.detailed.drc = 0
drtIter0Drc = 57
vias = 2186
diodes = 0
wl_mm = 5.29
antenna_left = 0

[final_layout]
fillCellCount = 453
register_area_um2 = 661
utilization_pct = 64.5
combGateArea_mm2 = 0.00190
drive_gt1_share_pct = 4.51
syn2layout_area_growth_pct = 21.0

[global_route]
grt_max_degree = 33
track_usage_pct = 21.7
grt_pass1_wl_mm = 9.14
grt-ovfl-total = 0
antenna_found_initial = 0
grt_pass1_vias = 2068

[power_and_ir_drop]
p_per_area_mw_per_mm2 = 67.9
vdd_drop_max_mv = 0.0520
finalPower_w = 0.000214
leakagePower_nw = 1.30

[floorplanning]
core_mm2 = 0.00488
core.rowCount = 25
initial_core_util_pct = 53.3
fp.dieH_um = 74.1
chip_area_mm2 = 0.00550
die_x_um = 74.1
ios = 35

[setup_path]
rr_worst_depth = 9
crit_path_start_kind = "input port"
critical_path_class = "input port to register"
worst_path_most_repeated_cell = "nor3_1"
worstPathCellList = "clkdlybuf4s50_1 > or4_4 > or3_4 > nor3_1 > nand2_1 > nor3_2 > xnor2_1 > ha_1 > and4_1 > nand4_1 > nor3_1 > o41ai_1 > o2111ai_2 > buf_4 > nor2_1"
cp_max_fo = 32
max_stage_delay_ps = 560
critPathArrivalTime_ps = 6830
crit_slowest_cell = "or4_4"
critPathRequiredTime_ps = 14060
cp-end-kind = "register"
rrSetupSlack_ps = 11350

[min_path]
whs_path_depth = 1
hold_class = "register to register"

[run]
cap_violations = 0
warnings = 26

[status]
status = "finished, final reports clean"
==> layout by cell type, fill, tap and decap left out, types with 2 or more instances in the layout <==
master	n
dfxtp_1	33
nor4_1	2
nand2b_1	2
nand3b_1	3
clkdlybuf4s50_1	34
and3_1	6
nor2b_1	3
or4_1	3
a21oi_1	9
and4_1	4
xor2_1	29
or3_4	2
a21o_1	5
a211oi_1	2
nor2_1	50
or3_1	7
inv_1	9
nand3_1	14
nand2_1	22
nand4_1	9
ha_1	34
o21a_1	2
and2b_1	2
buf_4	2
clkbuf_8	6
nor3_1	15
xnor2_1	30
==> final cells by class <==
class                      count  area share, %
multi-input combinational    269           60.3
sequential                    33           21.0
timing repair buffer          36           11.3
clock buffer                   7           2.74
tap                           67           2.66
inverter                       9           1.07
clock inverter                 1          0.954
==> registers in the layout, summed over array words and instances, names as in the netlist <==
| register | count |
|---|---|
| next_clk_TFF.out | 1 |
| clk_period_counter.current_count | 32 |
==> layer usage <==
layer | track usage [%] | up-vias | wire [µm]
met1 | 31.5 | 976 | 2590
met3 | 2.75 | 4 | 104
met2 | 36.7 | 21 | 2560
met4 | 1.71 | 0 | 36
li1 | - | 1185 | -
met5 | 0 | - | 0
==> cells in the mapped netlist, types with 2 or more instances <==
| cell type | instances |
|---|---|
| a211oi_1 | 2 |
| nand2b_1 | 2 |
| nand4_1 | 9 |
| or4_1 | 3 |
| and4_1 | 4 |
| clkbuf_1 | 4 |
| nor4_1 | 2 |
| ha_1 | 34 |
| and2b_1 | 2 |
| o21a_1 | 2 |
| nor3_1 | 15 |
| nand3b_1 | 3 |
| xnor2_1 | 30 |
| nor2b_1 | 3 |
| or3_4 | 2 |
| xor2_1 | 29 |
| or3_1 | 7 |
| nor2_1 | 50 |
| inv_1 | 9 |
| nand3_1 | 14 |
| and3_1 | 6 |
| dfxtp_1 | 33 |
| nand2_1 | 22 |
| a21oi_1 | 9 |
| a21o_1 | 5 |
==> through the flow <==
stage,cell area (µm²),cells
6_report,3150,422
5_1_grt,3150,422
3_3_place_gp,3030,414
3_5_place_dp,3030,414
2_1_floorplan,2600,315
4_1_cts,3150,422
==> kinds of logic (layout without fill, tap and decap cells) <==
group	after synthesis	count (layout)
simple gates	151	151
compound gates	24	24
buf+inv	13	53
mux	1	1
xor+xnor	59	59
fa+ha+maj	34	34
flops	33	33
==> where the power goes <==
| part | switching [W] | internal (W) |
|---|---|---|
| logic | 0.0000105 | 0.0000150 |
| clock network | 0.0000353 | 0.0000585 |
| registers | 0.00000000481 | 0.0000945 |
==> worst max-delay path, delay by kind of cell <==
family	cells	cell delay, ps
compound gates	2	250
xor+xnor	1	90
buf+inv	2	820
simple gates	9	2610
fa+ha+maj	1	290
==> worst paths after layout <==
kind | startpoint | to
worst max-delay path | num_clk_divisions[9] | clk_period_counter.current_count[10]
worst min-delay path | clk_period_counter.current_count[0] | clk_period_counter.current_count[0]
worst max register to register | clk_period_counter.current_count[0] | clk_period_counter.current_count[10]
worst min register to register | clk_period_counter.current_count[0] | clk_period_counter.current_count[0]
Power figures rest on the tool's default switching activity, not on a simulated workload.
