===== /design/flow/config.mk =====
export PLATFORM = sky130hd
export DESIGN_NAME = FLASH_Addr_Ctrl
export DESIGN_NICKNAME = FLASH_Addr_Ctrl
export VERILOG_FILES = /design/flow/design.v
export SDC_FILE = /design/flow/constraint.sdc
export NUM_CORES = 4
export LEC_CHECK = 1
export CORE_AREA = 10 10 104 104
export DIE_AREA = 0 0 114 114

===== /design/flow/constraint.sdc =====
current_design FLASH_Addr_Ctrl

set clk_period 6.0
set clk_io_pct 0.2

create_clock -name clk0 -period $clk_period [get_ports {sampling_clk}]

set non_clock_inputs [all_inputs -no_clocks]
set_input_delay [expr $clk_period * $clk_io_pct] -clock clk0 $non_clock_inputs
set_output_delay [expr $clk_period * $clk_io_pct] -clock clk0 [all_outputs]

===== /design/flow/design.v =====
module FLASH_Addr_Ctrl (
    sampling_clk,
    rst,
    count_up,
    read_en,
    flash_mem_address
);  
    input sampling_clk;
    input rst;
    input count_up;
    input read_en;
    output [22:0] flash_mem_address;
    logic [22:0] current_address = 23'h0;
    always_ff @(posedge sampling_clk) 
    begin
        begin 
            if (read_en)
            begin
                if (count_up)
                begin
                    if (rst)
                        current_address <= 23'h0;
                    else if (current_address < 23'h7FFFF)
                        current_address <= current_address + 1;
                    else 
                        current_address <= 23'h0;
                end
                else
                begin
                    if (rst)
                        current_address <= 23'h7FFFF;
                    else if (current_address > 23'h0)
                        current_address <= current_address - 1;
                    else 
                        current_address <= 23'h7FFFF;
                end
            end
        end
    end
    assign flash_mem_address = current_address;
endmodule

===== /design/flow/run.sh =====
#!/bin/bash
# OpenROAD 26Q1-2900-gdf79404cd8, Yosys 0.63+post, stock flow scripts
make -C /OpenROAD-flow-scripts/flow DESIGN_CONFIG=/design/flow/config.mk WORK_HOME=/design/flow/orfs finish

==> flow_metrics.tcl <==
# flow metrics
set metrics [dict create \
    hold_start "current_address[22]" \
    numCtsBuffers 3 \
    crit_path_start_kind "primary input" \
    finalNonFillerCells 337 \
    antenna_found_initial 0 \
    cpMaxStageDelayCell "or4_1" \
    hp-class "reg2reg" \
    hold_viol_final 0 \
    grt_usage 0.0801 \
    worstPathMaxFanout 33 \
    fin_tns_setup_ns 0 \
    synth_cells 213 \
    areaGrowthSynthToFinish_pct 20.3 \
    cp_num_buf_inv 3 \
    grt_pass1_wl_um 8690 \
    area_leaders "edfxtp_1 37%, xnor2_1 4.6%, xor2_1 4.2%" \
    grt.overflow.total 0 \
    drcViolationCount 0 \
    p_total_mw 0.400 \
    setup_ws_ns 2.48 \
    maxCapViolCount 0 \
    syn_avg_cell_area_um2 8.86 \
    wirelength_um 5420 \
    clock_skew_ns 0.00121 \
    post-route-util 0.262 \
    dpl.hpwl_um 3890 \
    ys_warn_count 1 \
    r2r-end "current_address[16]" \
    met2_usage 0.119 \
    ctsHtreeMaxLevel 1 \
    placed_cells 333 \
    synth_cell_types 48 \
    dr.pass1.iters 5 \
    max_stage_delay_ns 0.65 \
    ctsHoldBuffers 0 \
    die-area_um2 13000 \
    path_class "in2reg" \
    regMostFlops "current_address" \
    max_clock_freq_mhz 284 \
    initCoreUtil 0.217 \
    synth-edff-count 23 \
    timing.final.crit_period_ns 3.52 \
    r2r_cells 5 \
    vias 1806 \
    yosysTopAreaCell "edfxtp_1" \
    cp.required_ns 6.12 \
    top_area_frac 0.366 \
    setup_viol 0 \
    pin_count 27 \
    status "complete, no violations" \
    diodes 0 \
    core_area_um2 8680 \
    grt_util_met1 0.121 \
    cts_tree "built" \
    critical_path.top_delay_family "buffers and inverters" \
    drt_iter0_markers 175 \
    top_regs "current_address: 23 flops" \
    die_width_um 114 \
    ff_type "edfxtp_1" \
    grt_pass1_vias 1686 \
    rows 34 \
    busiest_layer "met1" \
    slew_headroom 0.423 \
    synth_flops 23 \
    grt_max_degree 34 \
    path_clk_slew_ns 0.08 \
    syn_area_um2 1890 \
    p_leak_nw 0.728 \
    cts-root-buf "clkbuf_8" \
    synth_chip_area_um2 1890 \
    met3_usage 0.0181 \
    slew_violations 0 \
    cts_num_sinks 23 \
    ys_async_sr_fraction 0 \
    yosysCellCount 213 \
    largest_register_ffs 23 \
    peakVddDrop_v 0.0000745 \
    ant_nets 0 \
    clock_latency_ns 0.27 \
    portBuffers 26 \
    vias_per_cell 5.36 \
    holdPathEnd "current_address[22]" \
    yosysSeqAreaShare 0.366 \
    r2r_slack_ns 3.25 \
    place_congestion 0.937 \
    clockBufferDepth 2 \
    post_cts_resized 0 \
    rsz0062_at_grt "no" \
    power_density_nw_per_um2 176 \
    worst_pin_slew_ns 0.859 \
    fin_crit_sh 0.586 \
    cts_setup_buffers 0 \
    path_cells "clkdlybuf4s50_1 > buf_4 > inv_1 > or4_1 > a21o_1 > o221a_2 > o21ai_0" \
    hold_depth 2 \
    dp_slack_ns 2.26 \
    log.warning_count 27 \
    r2r-start "current_address[7]" \
    worstSetupEndpointType "flip-flop" \
    die_y_um 114 \
    drive_above_1_share 0.0655 \
    avgRoutedWirePerCell_um 16.1 \
    worst_ep_arrival_time_ns 3.64 \
]
[Yosys cell counts, drive strengths merged, types with 3 or more instances]
library cell and instances:
a31oi 4, a21o 5, inv 7, or3 3, and3 4, nand4 8
nor4 7, clkbuf 13, nand2b 3, and4 3, a21oi 6, xnor2 10
nand3 10, nor2 18, buf 4, o221ai 3, nand2 8, xor2 9
nor3 14, a311oi 3, a211oi 5, edfxtp 23, a221oi 3, o21ai 14
ha 3
[metrics by stage]
stage | hold WS, ns | instance area (um^2)
3_3_place_gp | 0.644 | 2220
6_report | 0.671 | 2270
3_5_place_dp | 0.637 | 2220
5_1_grt | 0.750 | 2270
2_1_floorplan | 0.575 | 1890
4_1_cts | 0.679 | 2270
[power breakdown]
group / internal [mW] / total, mW / switching (mW)
clock network: 0.0465 / 0.0998 / 0.0533
registers: 0.192 / 0.218 / 0.0260
logic: 0.0436 / 0.0822 / 0.0386
[worst max path at each step]
stage,startpoint,to,slack (ns),cells after the start
after CTS,count_up,current_address[11],2.53,7
final,count_up,current_address[11],2.48,7
after global routing,count_up,current_address[11],2.35,7
[worst register-to-register path: cells and delay by family, from the launching register on]
kind | cells | cell delay (ns)
compound gates | 2 | 0.82
simple gates | 3 | 1.21
flops | 1 | 0.55
[final cells by class]
class                      instances  area (um^2)
timing repair buffer              29          283
clock inverter                     1         5.00
inverter                           7         26.3
sequential                        23          691
multi-input combinational        166         1090
clock buffer                       3         41.3
fill                             962         6410
tap                              108          135
[cells in the final DEF (no fill, tap or decap), drive strengths merged, types with 6 or more instances in the layout]
cell / instances
inv: 7
nor4: 7
nand4: 8
nor2: 18
nor3: 14
xor2: 9
xnor2: 10
nand3: 10
o21ai: 14
a21oi: 6
clkdlybuf4s50: 26
nand2: 8
edfxtp: 23
[cell families after synthesis]
| logic type | after synthesis | share of synthesized area |
|---|---|---|
| flops | 23 | 0.366 |
| buf+inv | 24 | 0.0570 |
| xor+xnor | 19 | 0.0882 |
| fa+ha+maj | 3 | 0.0199 |
| simple gates | 89 | 0.264 |
| mux | 1 | 0.00531 |
| compound gates | 54 | 0.200 |
[layer usage]
layer	routed length (um)	share of wire	vias up
met1	2610	0.48	863
met3	393	0.072	2
met2	2400	0.44	88
li1	-	-	853
met5	0	0	-
met4	16	0.0030	0
